===== design/flow/design.v =====
module ternaryCarryLookAhead#(parameter N = 1)(
    output [N * 2 - 1:0] s,  
    output cOut,  
    output overflow,  
    input [N * 2 - 1:0] a,  
    input [N * 2 - 1:0] b,  
    input cIn  
);
    wire [N * 2:0] c;
    wire [N * 2 - 2:0] g;
    wire [N * 2 - 2:0] p;
    wire [N * 2:0] carryTerms [N * 2:2];
    assign c[0] = cIn;
    assign cOut = c[N * 2];
    assign overflow = c[N * 2] ^ c[N * 2 - 2];
    genvar i;
    genvar j;
    generate
        for(i = 0; i < N * 2; i = i + 2) begin: generateAndPropagate
            assign g[i] = a[i + 1] & b[i + 1] | a[i] & b[i + 1] | a[i + 1] & b[i];
            assign p[i] = a[i + 1] | b[i + 1] | a[i] & b[i];
        end
        for(i = 1; i < N * 2 - 1; i = i + 2) begin: remainingGenerateAndPropagate
            assign g[i] = 1;
            assign p[i] = 1;
        end
        for(i = 2; i <= N * 2; i = i + 2) begin: remainingCarryTerms
            for(j = 1; j < N * 2; j = j + 2) begin: otherRemaining
                assign carryTerms[i][j] = 0;
            end
        end
        for(i = 2; i <= N * 2; i = i + 2) begin: carryGenerate
            assign carryTerms[i][0] = cIn & (&p[i - 2:0]);
            assign carryTerms[i][i] = g[i - 2];
            for(j = 2; j < i; j = j + 2) begin: carryProductTermGenerate
                assign carryTerms[i][j] = g[j - 2] & (&p[i - 2:j]);
            end
            assign c[i] = |carryTerms[i][i:0];
        end
        for(i = 0; i < N * 2; i = i + 2) begin: sums
            assign s[i + 1] = ~c[i] & a[i] & b[i] | c[i] & a[i + 1] & b[i + 1] |
                ~c[i] & a[i + 1] & ~b[i + 1] & ~b[i] | ~c[i] & ~a[i + 1] & ~a[i] & b[i + 1] |
                c[i] & a[i] & ~b[i + 1] & ~b[i] | c[i] & ~a[i + 1] & ~a[i] & b[i];
            assign s[i] = ~c[i] & a[i + 1] & b[i + 1] | c[i] & a[i + 1] & b[i] |
                c[i] & a[i] & b[i + 1] | ~c[i] & ~a[i + 1] & ~a[i] & b[i] |
                ~c[i] & a[i] & ~b[i + 1] & ~b[i] | c[i] & ~a[i + 1] & ~a[i] & ~b[i + 1] & ~b[i];
        end
    endgenerate
endmodule

===== design/flow/run.sh =====
#!/bin/bash
# OpenROAD 26Q1-2900-gdf79404cd8, Yosys 0.63+post, stock flow scripts
make -C /OpenROAD-flow-scripts/flow DESIGN_CONFIG=/design/flow/config.mk WORK_HOME=/design/flow/orfs finish

===== design/flow/config.mk =====
export PLATFORM = sky130hd
export DESIGN_NAME = ternaryCarryLookAhead
export DESIGN_NICKNAME = ternaryCarryLookAhead
export VERILOG_FILES = /design/flow/design.v
export SDC_FILE = /design/flow/constraint.sdc
export NUM_CORES = 4
export LEC_CHECK = 1
export CORE_AREA = 10 10 70 70
export DIE_AREA = 0 0 80 80

===== design/flow/constraint.sdc =====
current_design ternaryCarryLookAhead

set clk_period 1.0
set clk_io_pct 0.2

create_clock -name clk0 -period $clk_period

set non_clock_inputs [all_inputs -no_clocks]
set_input_delay [expr $clk_period * $clk_io_pct] -clock clk0 $non_clock_inputs
set_output_delay [expr $clk_period * $clk_io_pct] -clock clk0 [all_outputs]

==> results_slide.txt <==
Key Metrics from the Run

Drt
  – Drt drc: 0
  – Routed WL per cell: between 9 and 10 µm
  – Via density per instance: 2.98
  – Via count: ~260
  – DRT Pass-1 Iters: 4
  – Final ANT Viol Nets: 0
  – Final WL: 837 µm
  – Initial drt markers: 9
  – # diodes: 0

Die
  – Chip area: roughly 6400 µm²
  – Core footprint: roughly 3400 µm²
  – Die H: about 80 µm
  – I/O pin total: 9
  – Die X: ~80 µm
  – Row Count: 21
  – Fp util: 5.79%

Setup path
  – Cell family with most CP delay: buffers and inverters
  – Crit path required time: 0.80 ns
  – Worst Path Max Fanout: 5
  – Most frequent CP cell: buf_12
  – Worst stage delay on the critical path: around 0.22 ns
  – Critical path class: primary input to output port
  – CP Cell Sequence: buf_12 -> buf_12 -> nor2_4 -> buf_6 -> a221oi_2 -> o22ai_1 -> buf_2
  – Crit-path slowest cell: a221oi_2
  – Buffers plus inverters on the worst setup path: 4
  – Worst setup EP type: output port
  – Crit path DAT: approximately 1 ns
  – Worst Setup Start Kind: primary input

Pwr
  – Max IR drop VDD: 175 µV
  – Net switching power: between 0.08 and 0.09 mW
  – Clock power share: 0%
  – Fraction of power spent switching nets: between 40% and 50%
  – Comb power frac: approximately 100%
  – Sequential Power Share: 0%
  – Int Pwr: roughly 0.11 mW
  – Final Power: approximately 0.20 mW
  – Leak: ~0.18 nW
  – PwrDens: around 420 nW/µm²

Timing
  – Fmax: between 800 and 900 MHz
  – Final min period: 1.20 ns
  – Final Max Tran Viols: 0
  – RSZ-0062 raised after global routing: yes
  – Post-layout period usage: 120%
  – Worst Slack Setup Final: -0.199 ns
  – Endpoints failing setup: 4
  – Slew @ Worst Pin: between 0.15 and 0.2 ns
  – Relative slew slack: roughly 90%
  – Final hold viol count: 0

Synth
  – Post-Synth XOR/XNOR Area: 0%
  – Main logic family after synthesis: AND-OR/OR-AND gates
  – Cell Type Count: 14
  – Yosys stat area: a little under 200 µm²
  – Aoi share: about 58%
  – Post-synthesis adder-cell area fraction: 0%
  – Syn Area/Cell: between 7 and 8 µm²
  – Synth Seq Share: 0%
  – Yosys stat cell total: 25
  – Mapped Area: between 150 and 200 µm²
  – Mux frac, synth: under 10%
  – Yosys Warn Count: 1
  – Yosys simple share: roughly 20%
  – Synth Instances: 25

Cells and area
  – # fillers: 400
  – Synth-to-layout area growth: 135%
  – Final Util: 13.6%
  – Register area: 0 µm²
  – Clock buffers: 0
  – Layout cells sized above 1: around four fifths
  – Seq cells: 0

Global route
  – Tot GR Track Use: ~2.6%
  – Initial antenna violation count: 0
  – Vias in the first global route: around 300
  – Total congestion overflow: 0
  – Routing usage on met2: 3.05%
  – First-pass GRT wire length: 1.39 mm
  – Largest net degree at the start of global routing: 9
  – Met1 Use GR: approximately 4.4%
  – Global route hottest layer: met1
  – GR Layer Usage met3: 0.909%

Placed design
  – IO buf count: 9
  – Final Wtd Congestion: about 0.65
  – Detailed placement HPWL: about 520 µm

Worst hold path
  – HP Class: primary input to output port

Outcome
  – Violated checks: setup timing
  – Status: finished, violations left

Run
  – OpenROAD warnings: 34
  – Max_cap viols: 0

Clocking
  – Hold_buf cts: 0
## what timing repair did
item                                    CTS  global route
gates cloned                              1             0
resized                                  47             8
buffers inserted                          5             0
pin swaps                                11             7
endpoints found under the setup margin    4             4
## cells by family (layout without fill, tap and decap cells)
logic type / after synthesis / after routing
muxes: 1 / 1
AOI/OAI and AO/OA: 13 / 13
buffers and inverters: 6 / 22
and+or+nand+nor: 5 / 5
## stage by stage
stage	TNS [ns]	worst slack, ns	cell area, µm²	std cells	hold WS, ns
finish	-0.557	-0.199	465	87	0.779
global route	-0.761	-0.262	465	87	0.815
CTS	-0.769	-0.203	439	88	0.762
detailed placement	-3.76	-0.982	375	82	1.54
global placement	-3.68	-0.963	375	82	1.53
floorplan	0	0.0860	198	25	0.475
## routing by layer
layer	vias to the layer above	routed length, µm	part of all wire [%]
met5	-	0	0
met4	0	0	0
met3	0	78	9.3
met2	10	296	35
met1	120	463	55
li1	129	-	-
## cell type report
class | instances | area [µm²] | area share [%]
well taps | 46 | 57.6 | 12.4
multi-input cells | 19 | 195 | 41.9
inverters | 2 | 7.51 | 1.61
repair buffers | 20 | 205 | 44.1
## final timing paths
kind	from	end	slack, ns	cells after the start
worst max-delay path	b[1]	s[0]	-0.20	7
worst min-delay path	cIn	overflow	0.78	3
## cell usage after synthesis, drive strengths merged
| master | instances | share of area [%] |
|---|---|---|
| a221oi | 4 | 30 |
| o21ai | 1 | 2.5 |
| o22ai | 2 | 6.3 |
| mux2i | 1 | 5.1 |
| nor2 | 3 | 13 |
| o21a | 1 | 3.8 |
| nor3 | 1 | 2.5 |
| nand3b | 1 | 3.8 |
| a2bb2oi | 1 | 4.4 |
| inv | 2 | 3.8 |
| a21oi | 4 | 10 |
| buf | 4 | 14 |
## cells in the final DEF (no fill, tap or decap), drive strengths merged
master / n
a221oi: 4
inv: 2
nor3: 1
mux2i: 1
a21oi: 4
a2bb2oi: 1
o21ai: 1
o21a: 1
nand3b: 1
o22ai: 2
nor2: 3
buf: 20
## power groups by stage
stage / logic (mW) / clock network, mW / registers [mW]
5_1_grt: 0.214 / 0 / 0
6_report: 0.196 / 0 / 0
4_1_cts: 0.181 / 0 / 0
Power figures rest on the tool's default switching activity, not on a simulated workload.
