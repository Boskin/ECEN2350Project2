==> flow/design.v <==
module ternaryFullAdder(
    output [1:0] s,
    output cOut,
    input [1:0] x,
    input [1:0] y,
    input cIn
);
    assign s[1] = ~cIn & x[0] & y[0] | cIn & x[1] & y[1] |
        ~cIn & x[1] & ~y[1] & ~y[0] | ~cIn & ~x[1] & ~x[0] & y[1] |
        cIn & x[0] & ~y[1] & ~y[0] | cIn & ~x[1] & ~x[0] & y[0];
    assign s[0] = ~cIn & x[1] & y[1] | cIn & x[1] & y[0] |
        cIn & x[0] & y[1] | ~cIn & ~x[1] & ~x[0] & y[0] |
        ~cIn & x[0] & ~y[1] & ~y[0] | cIn & ~x[1] & ~x[0] & ~y[1] & ~y[0];
    assign cOut = x[1] & y[1] | x[0] & y[1] | x[1] & y[0] |
        cIn & x[1] | cIn & y[1] | cIn & x[0] & y[0];
endmodule
==> flow/run.sh <==
#!/bin/bash
# OpenROAD 26Q1-2900-gdf79404cd8, Yosys 0.63+post, stock flow scripts
make -C /OpenROAD-flow-scripts/flow DESIGN_CONFIG=/design/flow/config.mk WORK_HOME=/design/flow/orfs finish
==> flow/config.mk <==
export PLATFORM = sky130hd
export DESIGN_NAME = ternaryFullAdder
export DESIGN_NICKNAME = ternaryFullAdder
export VERILOG_FILES = /design/flow/design.v
export SDC_FILE = /design/flow/constraint.sdc
export NUM_CORES = 4
export LEC_CHECK = 1
export CORE_AREA = 10 10 70 70
export DIE_AREA = 0 0 80 80
==> flow/constraint.sdc <==
current_design ternaryFullAdder

set clk_period 1.0
set clk_io_pct 0.2

create_clock -name clk0 -period $clk_period

set non_clock_inputs [all_inputs -no_clocks]
set_input_delay [expr $clk_period * $clk_io_pct] -clock clk0 $non_clock_inputs
set_output_delay [expr $clk_period * $clk_io_pct] -clock clk0 [all_outputs]
==> run_results.csv <==
group,metric,value,unit
yosys,netlist_logic_family_top,"AND-OR/OR-AND gates",
floorplan,die_area,6400,sq um
power_and_ir_drop,p_comb_frac,1.000,
floorplan,die_h,80,um
floorplan,core.rowCount,21,
global_routing,grt_pass1_vias,192,
routing,wirelength,604,um
yosys,ys_sh_simple,0.141,
layout,num-clock-buffers,0,
routing,diodes,0,
routing,drt_iter0_drc,29,
global_routing,grt_usage,0.0166,
routing,antenna_left,0,
timing,slew_violations,0,
power_and_ir_drop,swShare,0.441,
clock_network,ctsHoldBuffers,0,
timing,worst_pin_slew,0.204,ns
yosys,synth_area,115,sq um
worst_hold_path,hold_path_class,"in -> out",
layout,nFillCells,395,
layout,final-seq-area,0,sq um
yosys,ys_warn_count,0,
timing,hold_viol,0,
floorplan,fp_util,0.0337,
power_and_ir_drop,pwr_density_cell,397,nW/um^2
yosys,ys_sh_mux,0.0870,
power_and_ir_drop,p_total,0.000136,W
global_routing,grt_overflow,0,
layout,drive_gt1_frac,0.774,
power_and_ir_drop,power.share.clock,0,
global_routing,grt_pass1_wl,897,um
timing,tns,-0.333,ns
layout,stdcell_count,77,
routing,first_pass_iters,3,
power_and_ir_drop,p_int,0.0000762,W
critical_path,path_class,"in -> out",
run,warnings,34,
timing,fmax,0.884,GHz
placement,placed_cells,76,
routing,vias,204,
layout,lay_top_count,"buf_6",
timing,setup_viol,3,
routing,viasPerCell,2.65,
floorplan,die_width,80,um
placement,io_buffers,8,
timing,fin_crit_sh,1.13,
yosys,synth_cell_types,10,
critical_path,critPathLaunchType,"input port",
routing,drc,0,
yosys,ys_area,115,sq um
yosys,syn_inst,19,
layout,ff_count,0,
timing,slew-limit-headroom,0.864,
outcome,violations,"setup timing",
timing,holdWs,0.804,ns
run,cap_violations,0,
yosys,aoi_share,0.620,
timing,finalWorstSetupSlack,-0.132,ns
placement,routabilityCongestion,0.642,
floorplan,io_pins,8,
outcome,status,"finished, violations left",
worst_hold_path,hold_depth,4,
critical_path,cp-end-kind,"output pin",
timing,rsz0062_at_grt,"true",
placement,place_hpwl,443,um
timing,fin_crit,1.13,ns
critical_path,path_max_fanout,5,
global_routing,grt_max_degree,8,
power_and_ir_drop,power.leakage,0.127,nW
critical_path,arrival,0.93,ns
layout,areaGrowthSynthToFinish,198,%
global_routing,antenna_found_initial,0,
power_and_ir_drop,pwr-share-seq,0,
yosys,ys_sh_xor,0,
layout,final_cell_mix,"6 x buf_6, 4 x a221oi_2, 4 x buf_2",
routing,wire_per_inst,7.84,um
yosys,synth-seq-area-share,0,
power_and_ir_drop,ir_drop,58.5,uV
layout,fin_util,0.100,
layout,logic_area,145,sq um
yosys,synth.avg_cell_area,6.06,sq um
yosys,synth_adder_area_share,0,
floorplan,core-area,3420,sq um
power_and_ir_drop,p_switching,0.0000600,W
critical_path,cp.required,0.80,ns
yosys,ys_cells,19,
worst max-delay path, stage by stage:
cell and delay [ns]:
buf_8 0.10, buf_6 0.12, a221oi_2 0.25, o22ai_1 0.13, buf_2 0.12
kinds of logic after synthesis:
| logic type | Yosys count |
|---|---|
| compound gates | 10 |
| buf+inv | 4 |
| simple gates | 4 |
| mux | 1 |
cell usage after synthesis:
| library cell | instances | area share |
|---|---|---|
| a2bb2oi_1 | 1 | 0.076 |
| inv_2 | 1 | 0.033 |
| buf_2 | 2 | 0.087 |
| nor3_1 | 1 | 0.043 |
| a221oi_1 | 4 | 0.30 |
| o22ai_1 | 2 | 0.11 |
| inv_1 | 1 | 0.033 |
| a21oi_1 | 3 | 0.13 |
| nor2_1 | 3 | 0.098 |
| mux2i_1 | 1 | 0.087 |
stage by stage:
stage	cell area, sq um	setup WS, ns
floorplan	115	0.0335
global placement	280	-0.873
detailed placement	280	-0.930
CTS	339	-0.135
global route	343	-0.188
finish	343	-0.132
final cells by class:
class              instances  area share
repair buffers            14       0.387
multi-input cells         15       0.423
well taps                 46       0.168
inverters                  2      0.0219
what timing repair did:
| item | CTS | global route |
|---|---|---|
| hold endpoints to repair | 0 | 0 |
| pin swaps | 10 | 2 |
| gates resized | 53 | 1 |
| setup endpoints to repair | 3 | 3 |
| setup buffers | 1 | 0 |
power by group through the flow:
stage         Clock, W  Sequential [W]  Combinational (W)
finish               0               0           0.000136
global route         0               0           0.000147
CTS                  0               0           0.000134
routing by layer:
metal,part of all wire,global-route usage
met1,0.46,0.0218
met5,0,0
met3,0.023,0.00114
met4,0,0
met2,0.51,0.0305
path summary, 6_finish.rpt:
check  from   end  slack, ns
max    x[1]  s[0]      -0.13
min    y[1]  cOut       0.80
Power and IR drop assume default switching activity.
