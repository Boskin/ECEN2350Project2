[design/flow/run.sh]
#!/bin/bash
# OpenROAD 26Q1-2900-gdf79404cd8, Yosys 0.63+post, stock flow scripts
make -C /OpenROAD-flow-scripts/flow DESIGN_CONFIG=/design/flow/config.mk WORK_HOME=/design/flow/orfs finish
[design/flow/config.mk]
export PLATFORM = sky130hd
export DESIGN_NAME = hexDisplayDecoder
export DESIGN_NICKNAME = hexDisplayDecoder
export VERILOG_FILES = /design/flow/design.v
export SDC_FILE = /design/flow/constraint.sdc
export NUM_CORES = 4
export LEC_CHECK = 1
export CORE_AREA = 10 10 70 70
export DIE_AREA = 0 0 80 80
[design/flow/constraint.sdc]
current_design hexDisplayDecoder

set clk_period 2.0
set clk_io_pct 0.2

create_clock -name clk0 -period $clk_period

set non_clock_inputs [all_inputs -no_clocks]
set_input_delay [expr $clk_period * $clk_io_pct] -clock clk0 $non_clock_inputs
set_output_delay [expr $clk_period * $clk_io_pct] -clock clk0 [all_outputs]
[design/flow/design.v]
module hexDisplayDecoder(h, b);
    output reg [6:0] h;
    input [3:0] b;
    always @(b) begin
        case(b)
            0:
                h = 7'b1000000;
            1:
                h = 7'b1111001;
            2:
                h = 7'b0100100;
            3:
                h = 7'b0110000;
            4:
                h = 7'b0011001;
            5:
                h = 7'b0010010;
            6:
                h = 7'b0000010;
            7:
                h = 7'b1111000;
            8:
                h = 7'b0000000;
            9:
                h = 7'b0010000;
            10:
                h = 7'b0001000;
            11:
                h = 7'b0000011;
            12:
                h = 7'b1000110;
            13:
                h = 7'b0100001;
            14:
                h = 7'b0000110;
            15:
                h = 7'b0001110;
        endcase
    end
endmodule
==> run notes <==
flow finished, numbers: status=finished, final reports clean, Slew Limit Fails=0, fin util=about 15%, fill cell count=~380, number of global-route vias before repair=about 290, Inst Count DP=between 90 and 100, Sequential Area=0 sq um, largest net degree at the start of global routing=7, placed inst area=around 500 sq um, diode count=0, synthesized area=about 280 sq um, RSZ-0062 raised after global routing=no, Period minus WS final=1930 ps, fraction of layout cells with a size suffix above 1=45.3%, CP Data Arrival Time=1530 ps, maxcap violations=0, FP Util=between 8 and 9%, Total GRT Usage=2.38%, die area=roughly 0.0064 sq mm, mux contribution to synthesized area=between 20% and 30%, xor/xnor share=0%, Slew @ Worst Pin=between 100 and 150 ps, worst-path fanout max=5, Setup violations, final=0, routed len/inst=around 7.8 um, Synth Warn #=1, maximum vdd drop=between 20 and 25 uV, HPWL after DPL=621 um, DR iter-0 viols=4, ao+oa area frac=approximately 15%, Worst setup SP type=input port, dominant kind of combinational cell=adder cells, die height=roughly 80 um, clock buffers=0, I/O Buffers=11, total wire length=about 780 um, Avg Cell Area, Syn=roughly 8.6 sq um, Fin. Hold Viols=0, total global routing overflow=0, global-route wire length before repair=approximately 1.3 mm, WS Path Type=input port to output port, HP Class=input port to output port, Worst Slack Setup Final=just over 70 ps, Req. time, crit path=roughly 1600 ps, Final Non-Filler Cells=between 90 and 100, CP endpoint kind=output port, post-route cell area=roughly 520 sq um, area delta synth->final=90.5%, simple share=14.5%, Die X=around 80 um, DR vias/cell=2.90, Fin Setup TNS=0 ps, most numerous cell in the Yosys netlist=ha_1, Synth Seq Share=0%, Post-DRT Antenna Nets=0, core area=roughly 0.0034 sq mm, cell taking the most area after synthesis=ha_1, Adder Share, Synth=roughly a third, initial antenna violation count=0, Max-area cell share=approximately a third, top cells by count=7 x ha_1, 5 x nor2_1, 4 x mux2i_1, 3 x inv_1, Max Clk Rate=roughly 0.52 GHz, pre-CTS WS=-708 ps, Pwr per Cell Area=between 150 and 200 mW/mm^2, gp weighted congestion=0.805, Rel. slew slack=between 80% and 90%, registers=0, # Cells Yosys=32, Distinct cells, synth=15, Leak=approximately 0.26 nW, Final period util=a little over nine tenths, num rows=21, Via Count=around 290, top cells, area=ha_1 32%, mux2i_1 15%, mux4_1 9.5%, nor2_1 6.8%, a22o_1 6.4%, Chip Area, Yosys=between 200 and 300 sq um, io pins=11, synthesized instance count=32, DRT Pass-1 Iters=3, tool warnings=39, DRC viols=0
[per-stage QoR]
step | total power, mW | hold WS, ps
final | 0.0892 | 1330
after global routing | 0.101 | 1410
after CTS | 0.0894 | 1380
after detailed placement | 0.0913 | 1880
after global placement | 0.0911 | 1890
after floorplan | 0.0364 | 900
[final cells by class]
cell class	instances	area (sq um)	share of cell area [%]
inverters	3	13.8	2.63
well taps	46	57.6	11.0
multi-input cells	27	264	50.4
repair buffers	23	189	36.0
[layer usage]
layer	up-vias	share of wire, %	GRT usage [%]
met2	6	51	4.65
li1	153	-	-
met3	0	8.6	0.455
met5	-	0	0
met1	128	40	2.71
met4	0	0	0
[cells in the final DEF (no fill, tap or decap)]
master           count
inv_1                1
ha_2                 2
a22o_1               2
mux4_2               1
ha_4                 1
a32o_1               1
a21oi_1              1
dlymetal6s2s_1       1
mux2i_1              4
and2b_2              1
or3b_1               1
ha_1                 4
dlygate4sd2_1        5
clkdlybuf4s15_1      2
nand2_1              1
nor2_1               4
inv_4                1
buf_2                3
nor2_2               1
buf_6                2
o21ai_1              2
mux2_2               1
buf_4               10
inv_2                1
[path summary, 6_finish.rpt]
check / startpoint / end / slack, ps / cells after the start
setup / recovery: b[0] / h[3] / 70 / 5
hold / removal: b[0] / h[4] / 1330 / 5
[worst max-delay path, stage by stage]
cell             delay (ps)
buf_4                   130
buf_4                   150
ha_2                    200
mux4_2                  460
clkdlybuf4s15_1         190
[power by group]
group	switching (mW)	internal (mW)
Combinational	0.0347	0.0545
Clock	0	0
Sequential	0	0
Total	0.0347	0.0545
[logic make-up after synthesis]
kind of cell    Yosys count
compound gates            6
simple gates              8
buf+inv                   5
fa+ha+maj                 7
mux                       6
[what timing repair did]
item	in CTS	in global routing
pin swaps	4	3
hold buffers	0	0
setup buffers	0	1
cloned	1	0
resized	31	4
endpoints found under the setup margin	7	4
Power and IR drop assume default switching activity.
